<file path="design/flow/config.mk">
export PLATFORM = sky130hd
export DESIGN_NAME = vending_machine
export DESIGN_NICKNAME = vending_machine
export VERILOG_FILES = /design/flow/design.v
export SDC_FILE = /design/flow/constraint.sdc
export NUM_CORES = 4
export LEC_CHECK = 1
export CORE_UTILIZATION = 50
</file>
<file path="design/flow/constraint.sdc">
current_design vending_machine

set clk_period 3.0
set clk_io_pct 0.2

create_clock -name clk0 -period $clk_period [get_ports {clk}]

set non_clock_inputs [all_inputs -no_clocks]
set_input_delay [expr $clk_period * $clk_io_pct] -clock clk0 $non_clock_inputs
set_output_delay [expr $clk_period * $clk_io_pct] -clock clk0 [all_outputs]
</file>
<file path="design/flow/design.v">
module vending_machine (
	clk,							 
	reset_n,						 
	i_input_coin,				 
	i_select_item,				 
	i_trigger_return,			 
	o_available_item,			 
	o_output_item,			 
	o_return_coin,				 
);
	input clk;
	input reset_n;
	input [3-1:0] i_input_coin;
	input [4-1:0] i_select_item;
	input i_trigger_return;
	output reg [4-1:0] o_available_item;
	output reg [4-1:0] o_output_item;
	output reg [3-1:0] o_return_coin;
	reg [8-1:0] returning_coin_0;
	reg [8-1:0] returning_coin_1;
	reg [8-1:0] returning_coin_2;
	reg block_item_0;
	reg block_item_1;
	reg [3:0] stopwatch;
	reg have_to_return;
	reg  [31-1:0] return_temp;
	reg [31-1:0] temp;
	wire [31:0] kkItemPrice [4-1:0];	 
	wire [31:0] kkCoinValue [3-1:0];	 
	assign kkItemPrice[0] = 400;
	assign kkItemPrice[1] = 500;
	assign kkItemPrice[2] = 1000;
	assign kkItemPrice[3] = 2000;
	assign kkCoinValue[0] = 100;
	assign kkCoinValue[1] = 500;
	assign kkCoinValue[2] = 1000;
	integer i, j, k,l,m,n;
	reg [31-1:0] current_total;
	reg [8-1:0] num_items [4-1:0];
	reg [8-1:0] num_coins [3-1:0];
	reg [31-1:0] current_total_nxt;
	reg [8-1:0] num_items_nxt [4-1:0];
	reg [8-1:0] num_coins_nxt [3-1:0];
	reg [31-1:0] input_total, output_total, return_total_0,return_total_1,return_total_2;
    reg [3:0] withdrawl_items;                   
    reg [3:0] withdrawl_items_nxt;               
    reg timeout_return;                          
    integer ResetTimer;                          
	always @(*) begin
        if ((!reset_n)) begin
            current_total_nxt = 0;
            withdrawl_items_nxt = 0;
            num_coins_nxt[0] = 0;
            num_coins_nxt[1] = 0;
            num_coins_nxt[2] = 0;
        end
        if (i_trigger_return || timeout_return) begin
            current_total_nxt = 0;
            withdrawl_items_nxt = 0;
            if (num_coins_nxt[0]) num_coins_nxt[0] = num_coins_nxt[0] - 1;
            else if (num_coins_nxt[1]) num_coins_nxt[1] = num_coins_nxt[1] - 1;
            else if (num_coins_nxt[2]) num_coins_nxt[2] = num_coins_nxt[2] - 1;
            else ;
        end
        withdrawl_items_nxt = 0;     
        ResetTimer = 1;              
        if (i_input_coin[0] == 1) begin 
            current_total_nxt = current_total_nxt + 100;
            num_coins_nxt[0] = num_coins_nxt[0] + 1;
        end
        else if (i_input_coin[1] == 1) begin
            current_total_nxt = current_total_nxt + 500;
            num_coins_nxt[1] = num_coins_nxt[1] + 1;
        end
        else if (i_input_coin[2] == 1) begin
            current_total_nxt = current_total_nxt + 1000;
            num_coins_nxt[2] = num_coins_nxt[2] + 1;
        end
        else if (i_select_item[0] == 1) begin
            if (current_total_nxt >= 400) begin
                current_total_nxt = current_total_nxt - 400;
                withdrawl_items_nxt[0] = 1;
            end
        end
        else if (i_select_item[1] == 1) begin
            if (current_total_nxt >= 500) begin
                current_total_nxt = current_total_nxt - 500;
                withdrawl_items_nxt[1] = 1;
            end
        end
        else if (i_select_item[2] == 1) begin
            if (current_total_nxt >= 1000) begin
                current_total_nxt = current_total_nxt - 1000;
                withdrawl_items_nxt[2] = 1;
            end
        end
        else if (i_select_item[3] == 1) begin
            if (current_total_nxt >= 2000) begin
                current_total_nxt = current_total_nxt - 2000;
                withdrawl_items_nxt[3] = 1;
            end
        end
        else ResetTimer = 0;     
	end
	always @(*) begin
        if (current_total >= 2000) o_available_item = 4'b1111;
        else if (current_total >= 1000) o_available_item = 4'b0111;
        else if (current_total >= 500) o_available_item = 4'b0011;
        else if (current_total >= 400) o_available_item = 4'b0001;
        else o_available_item = 4'b0000;
        if (withdrawl_items[0] == 1) begin
            o_output_item[0] = 1;
        end
        else if (withdrawl_items[1] == 1) begin
            o_output_item[1] = 1;
        end
        else if (withdrawl_items[2] == 1) begin
            o_output_item[2] = 1;
        end
        else if (withdrawl_items[3] == 1) begin
            o_output_item[3] = 1;
        end
        else;
        if (timeout_return || i_trigger_return) begin
            if (num_coins[0]) o_return_coin[0] = 1;
            else if (num_coins[1]) o_return_coin[1] = 1;
            else if (num_coins[2]) o_return_coin[2] = 1;
            else timeout_return = 0;
        end
	end
	always @(posedge clk) begin
		if (!reset_n) begin
            current_total <= 0;
            withdrawl_items <= 0;
            num_coins[0] <= 0;
            num_coins[1] <= 0;
            num_coins[2] <= 0;
            stopwatch <= 4'b1010;
		end
		else begin
            current_total <= current_total_nxt;
            withdrawl_items <= withdrawl_items_nxt;
            num_coins[0] <= num_coins_nxt[0];
            num_coins[1] <= num_coins_nxt[1];
            num_coins[2] <= num_coins_nxt[2];
            o_output_item <= 4'b0000;    
            if (ResetTimer == 0) stopwatch <= stopwatch - 4'b0001;
            else stopwatch <= 4'b1010;                
            if (stopwatch == 4'b0000) timeout_return = 1;    
            if (timeout_return || i_trigger_return) begin
                current_total <= 0;
                withdrawl_items <= 4'b0000;
                stopwatch <= 4'b1010;  
            end
		end		    
	end	    
endmodule
</file>
<file path="design/flow/run.sh">
#!/bin/bash
# OpenROAD 26Q1-2900-gdf79404cd8, Yosys 0.63+post, stock flow scripts
make -C /OpenROAD-flow-scripts/flow DESIGN_CONFIG=/design/flow/config.mk WORK_HOME=/design/flow/orfs finish
</file>
==> impl_metrics.env <==
# implementation run metrics
export IMPL_relSlewSlack_pct=40.4
export IMPL_cp_max_fo=3
export IMPL_max_stage_delay_ps=580
export IMPL_vias_per_cell=6.71
export IMPL_combGateArea_um2=3740
export IMPL_nFillCells=925
export IMPL_crit_path_top_delay_cell="or4_1"
export IMPL_hold_violations=0
export IMPL_syn_inst=744
export IMPL_netlist_area_leader_share_pct=13.5
export IMPL_finalCritPeriodShare_pct=93.7
export IMPL_drive_above_1_share_pct=13.2
export IMPL_grt_setup_unrepaired="false"
export IMPL_grt_pass1_vias=5591
export IMPL_portBuffers=13
export IMPL_clock_latency_late_pin_ps=280
export IMPL_comb_power_share_pct=32.2
export IMPL_drt_pass1_iter_count=6
export IMPL_syn_avg_cell_area_um2=6.97
export IMPL_edf_count=0
export IMPL_slew_violations=0
export IMPL_pre_cts_ws_ps=390
export IMPL_dpl_cell_area_um2=5780
export IMPL_fin_skew_ps=6.59
export IMPL_regArea_um2=1170
export IMPL_p_clk_share_pct=27.1
export IMPL_coreArea_um2=9910
export IMPL_fp_row_count=36
export IMPL_p_switching_w=0.000392
export IMPL_swShare_pct=32.8
export IMPL_cp_arrival_ps=2210
export IMPL_design_area_um2=5870
export IMPL_endpoint_kind="output port"
export IMPL_postCtsSetupBuffers=0
export IMPL_p_int_w=0.000801
export IMPL_setup_ws_ps=190
export IMPL_dp_hpwl_um=15200
export IMPL_cts_tree="built"
export IMPL_ys_cells=744
export IMPL_synth_area_um2=5190
export IMPL_finalSetupViolCount=0
export IMPL_unclocked_regs=31
export IMPL_status="finished clean"
export IMPL_log_warning_count=66
export IMPL_seqPwrFrac_pct=40.7
export IMPL_vias=6130
export IMPL_synthFlopType="dfxtp_1"
export IMPL_htree_levels=2
export IMPL_die_h_um=104
export IMPL_wl_um=19900
export IMPL_clkSlewWorstSetupHoldPaths_ps=60
export IMPL_insertedDiodeCount=0
export IMPL_max_cap_violations=0
export IMPL_p_leak_nw=2.27
export IMPL_grt_pass1_wl_um=30900
export IMPL_grt_antenna_before_repair=0
export IMPL_die_width_um=104
export IMPL_fin_setup_tns_ps=0
export IMPL_worstMarginPinSlew_ps=891
export IMPL_start_kind="flop"
export IMPL_clk_path_buf_depth=2
export IMPL_yosys_warnings=674
export IMPL_hold_class="reg -> reg"
export IMPL_grt_ovfl_total=0
export IMPL_io_pins=21
export IMPL_p_per_area_nw_per_um2=203
export IMPL_syn_to_final_growth_pct=13.2
export IMPL_critical_path_required_ps=2400
export IMPL_cts_root_buf="clkbuf_8"
export IMPL_ant_nets=0
export IMPL_initCoreUtil_pct=52.3
export IMPL_cts_buffers_inserted=5
export IMPL_yosys_top_cells_area="dfxtp_1 (14%), dlxtn_1 (9.0%), nor2_1 (6.1%)"
export IMPL_grt_total_usage_pct=37.5
export IMPL_ys_ff=66
export IMPL_dieArea_um2=10800
export IMPL_period_needed_ps=2810
export IMPL_fmax_ghz=0.356
export IMPL_crit_chain="or4_1 > o31a_1 > o311ai_1 > o21bai_1 > clkdlybuf4s50_1"
export IMPL_gp_congestion=1.03
export IMPL_drcViolationCount=0
export IMPL_grt_start_max_net_pins=41
export IMPL_post_drt_wl_per_cell_um=21.8
export IMPL_async_flop_share_pct=0
export IMPL_drtIter0Drc=628
export IMPL_vdd_ir_drop_max_mv=0.334
export IMPL_untimed_endpoints=31
export IMPL_ys_area_um2=5190
export IMPL_criticalPathCategory="reg -> out"
export IMPL_synth_distinct_cells=78
export IMPL_largest_area_cell="dfxtp_1"
[through the flow]
stage / hold WS, ps / power [W] / std cells / utilization (%)
floorplan: 413 / 0.000735 / 750 / -
global placement: 422 / 0.000861 / 906 / 58.3
detailed placement: 457 / 0.000862 / 906 / 58.3
CTS: 467 / 0.00119 / 913 / 59.2
global route: 487 / 0.00125 / 913 / 59.3
finish: 459 / 0.00119 / 913 / 59.3
[cell usage after synthesis, types with 5 or more instances]
cell and n:
nor2_1 84, nand2_1 68, a21oi_1 53, o21ai_0 48, clkbuf_1 47, dfxtp_1 35
dlxtn_1 31, and2_1 27, nand3_1 25, inv_1 20, nor4_1 20, xnor2_1 20
a31oi_1 17, nand4_1 16, nor3_1 16, ha_1 13, or4_1 11, xor2_1 11
a211oi_1 10, or3_1 10, and3_1 8, nor2b_1 8, o211ai_1 8, a21o_1 7
buf_4 7, nand2b_1 7, nand3b_1 6, o22ai_1 6, a22oi_1 5, a31o_2 5
o311ai_0 5, o41ai_1 5
[critical path: cells and delay by family, from the launching register on]
family / cells / cell delay (ps)
compound gates: 3 / 600
buf+inv: 1 / 460
flops: 1 / 290
simple gates: 1 / 580
[final timing paths]
check                          startpoint                      endpoint  slack (ps)  cells past startpoint
max          current_total[14]$_SDFF_PP0_           o_available_item[0]         190                      5
min               stopwatch[0]$_SDFF_PP0_       stopwatch[0]$_SDFF_PP0_         460                      1
min reg2reg       stopwatch[0]$_SDFF_PP0_       stopwatch[0]$_SDFF_PP0_         460                      1
max reg2reg       stopwatch[0]$_SDFF_PP0_  current_total[25]$_SDFF_PP0_        1410                      7
[cell type report]
class                   count  share of cell area [%]
clock buffers               6                    1.41
multi-input cells         606                    63.6
inverters                  20                    1.28
flip-flops and latches     66                    19.9
clock inverters             1                  0.0852
repair buffers             81                    10.9
well taps                 133                    2.83
[metal layers]
metal | GRT usage, % | part of all wire, % | wire length [µm] | vias up
li1 | - | - | - | 2813
met1 | 54.5 | 42 | 8360 | 2801
met2 | 53.9 | 40 | 7980 | 454
met3 | 11.3 | 14 | 2800 | 62
met4 | 10.7 | 3.9 | 787 | 0
met5 | 1.90 | 0 | 0 | -
[sequential cells by signal (all words and copies together) (netlist names)]
register / count
current_total_nxt: 31
stopwatch: 4
current_total: 31
[power by group through the flow]
stage	combinational [W]	clock [W]	sequential [W]
CTS	0.000369	0.000333	0.000485
global route	0.000410	0.000352	0.000486
finish	0.000384	0.000323	0.000486
[what timing repair did]
action                                  CTS  global route
gates resized                             0             2
hold buffers                              0             0
endpoints found under the setup margin    0             1
[cell families after synthesis]
family	after synthesis	share of synthesized area, %
compound gates	213	27.6
xor+xnor	31	5.24
fa+ha+maj	13	3.14
buf+inv	78	6.20
flops	35	13.5
latches	31	8.97
mux	5	0.989
other cells	1	0.0723
simple gates	337	34.3
[cell usage in the layout (no fill, tap or decap), types with 8 or more instances in the layout]
cell             netlist  routed
nor3_1                16      15
xnor2_1               20      20
a31oi_1               17      17
o211ai_1               8       8
a211oi_1              10      10
and3_1                 8       8
clkdlybuf4s50_1        0      13
dlxtn_1               31      31
nand2_1               68      68
nand4_1               16      16
inv_1                 20      20
nor4_1                20      20
and2_1                27      27
xor2_1                11      11
dfxtp_1               35      35
a21oi_1               53      52
o21ai_0               48      48
or3_1                 10      10
nand3_1               25      25
or4_1                 11      11
buf_4                  7      68
nor2_1                84      84
ha_1                  13      13
Power is estimated from default activity; no workload was simulated.
